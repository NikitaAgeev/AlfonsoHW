==> flow/design.v <==
module col_counter       
(
    input wire but_1,
	 input wire but_2,
    input wire clk,
    input wire reset,
    output wire [6:0] led7
);
reg [2:0] counter;
led_columner ldcol(counter, led7);
reg but_r;
reg but_rr;
reg but_r_2;
reg but_rr_2;
assign push = but_rr & ~but_r;
assign push_2 = but_rr_2 & ~but_r_2;
always @(posedge clk) begin
    if(~reset)
        counter <= 0;
    else begin
        if(push == 1 & push_2 == 0)
            counter <= counter + 1;
		  if(push == 0 & push_2 == 1)
            counter <= counter - 1;
    end
end
always @(posedge clk) begin
    if(~reset) begin
        but_r <= 1;
        but_rr <= 1;
	 end
    else begin
        but_r <= but_1;
        but_rr <= but_r;
    end
end
always @(posedge clk) begin
    if(~reset) begin
        but_r_2 <= 1;
        but_rr_2 <= 1;
	 end
    else begin
        but_r_2 <= but_2;
        but_rr_2 <= but_r_2;
    end
end
endmodule
module led_columner
(
    input wire [2:0] hex,
    output wire [6:0] ld7
);
wire m_ld[7:0];
assign m_ld[7] = 0;
genvar i;
generate
	for(i = 0; i < 7; i = i + 1) begin: global
		assign m_ld[i] = (hex == i+1) | m_ld[i+1];
		assign ld7[i] = m_ld[i]; 
	end
endgenerate
endmodule
==> flow/run.sh <==
#!/bin/bash
# OpenROAD 26Q1-2900-gdf79404cd8, Yosys 0.63+post, stock flow scripts
make -C /OpenROAD-flow-scripts/flow DESIGN_CONFIG=/design/flow/config.mk WORK_HOME=/design/flow/orfs finish
==> flow/config.mk <==
export PLATFORM = sky130hd
export DESIGN_NAME = col_counter
export DESIGN_NICKNAME = col_counter
export VERILOG_FILES = /design/flow/design.v
export SDC_FILE = /design/flow/constraint.sdc
export NUM_CORES = 4
export LEC_CHECK = 1
export CORE_AREA = 10 10 70 70
export DIE_AREA = 0 0 80 80
==> flow/constraint.sdc <==
current_design col_counter

set clk_period 1.3
set clk_io_pct 0.2

create_clock -name clk0 -period $clk_period [get_ports {clk}]

set non_clock_inputs [all_inputs -no_clocks]
set_input_delay [expr $clk_period * $clk_io_pct] -clock clk0 $non_clock_inputs
set_output_delay [expr $clk_period * $clk_io_pct] -clock clk0 [all_outputs]
==> results.json <==
{
  "comb_area_um2": 400.4,
  "path_clk_slew_ps": 50,
  "tightest_slew_ps": 230.8,
  "clk_path_buf_depth": 2,
  "grt_antenna_before_repair": 0,
  "dr.first_iter.drc_count": 17,
  "yosys_area_um2": 475.5,
  "cap_viol_max_count": 0,
  "drt_pre_antenna_iters": 4,
  "r2r_start": "counter[0]$_SDFFE_PN0P_",
  "vias": 403,
  "grt_pass1_wl_mm": 1.725,
  "ctsHoldBuffers": 0,
  "power.leakage_nw": 0.3365,
  "htreeDepth": 1,
  "pwr-share-clk": 0.256,
  "clk_latency_ps": 240,
  "finalHoldViolations": 0,
  "warnings": 33,
  "hold_path_class": "flop to flop",
  "fp_util": 0.1392,
  "core_area_mm2": 0.003416,
  "powerDensity_mw_per_mm2": 894.0,
  "setup_viol": 7,
  "antenna_cells": 0,
  "min_to": "but_rr$_SDFF_PN1_",
  "top_level_ports": 11,
  "worst_r2r_path_depth": 7,
  "dp_hpwl_um": 667.3,
  "cts_sinks": 7,
  "swShare": 0.2857,
  "drc": 0,
  "fin_ws_ps": -293.1,
  "die_width_um": 80,
  "avgSynthCellArea_um2": 8.805,
  "dieArea_mm2": 0.006400,
  "ys_types": 20,
  "p_int_mw": 0.5209,
  "worst_ep_arrival_time_ps": 1330,
  "synth_seq_share": 0.2947,
  "drive_gt1_frac": 0.5479,
  "synth_cells": 54,
  "crit_path_start_kind": "flop",
  "yosysTopAreaCell": "dfxtp_1",
  "ant_nets": 0,
  "combPwrFrac": 0.388,
  "maxSlewViolCount": 0,
  "routed_wl_um": 958,
  "worstReg2RegEnd": "counter[2]$_SDFFE_PN0P_",
  "hp-start": "but_r$_SDFF_PN1_",
  "seqPwrFrac": 0.356,
  "place_area_um2": 648.1,
  "fin_util": 0.2388,
  "critPathRequiredTime_ps": 1040,
  "switchingPower_mw": 0.2084,
  "skew_ps": 2.698,
  "grt_overflow_total": 0,
  "ys_cells": 54,
  "violations": "negative setup slack",
  "whs_path_depth": 1,
  "peakVddDrop_v": 0.0005865,
  "synth_area_um2": 475.5,
  "fin_area_um2": 815.8,
  "track_usage": 0.03179,
  "port-buffer-count": 10,
  "fin_crit_ps": 1593,
  "finalCritPeriodShare": 1.225,
  "worstSetupEndpointType": "output pin",
  "crit_type": "flop to output pin",
  "fp.dieH_um": 80,
  "slew_headroom": 0.8456,
  "lay_top_cells": "9 x buf_4, 7 x ha_4, 6 x nand2b_1, 6 x buf_2, 4 x dfxtp_1",
  "fmax_mhz": 627.7,
  "cts_buffers": 3,
  "ys.warnings.count": 4,
  "lay_top_count": "buf_4",
  "grt_pass1_vias": 436,
  "areaGrowthSynthToFinish_pct": 71.58,
  "ys_ff": 7,
  "grt_max_degree": 8,
  "via_per_inst": 3.387,
  "wl_per_cell_um": 8.050,
  "ff_latch_area_um2": 148.9,
  "tritoncts": "done",
  "fp-row-count": 21,
  "place.gp.congestion": 0.6980,
  "top_area_frac": 0.2947,
  "reg2reg_slack_ps": 90,
  "nFillCells": 363,
  "status": "finished with violations",
  "worstPathMaxFanout": 5,
  "rsz0062_at_grt": "true",
  "topCellsByArea": "dfxtp_1 29%, ha_1 21%, buf_4 11%",
  "cts-root-buf": "clkbuf_4"
}
[per-layer routing]
| layer | vias to the layer above | wire length (µm) | GRT usage |
|---|---|---|---|
| met5 | - | 0 | 0 |
| met4 | 0 | 8 | 0.003521 |
| met3 | 2 | 121 | 0.02045 |
| met2 | 13 | 377 | 0.04976 |
| met1 | 178 | 451 | 0.03676 |
| li1 | 210 | - | - |
[critical path, stage by stage (launching register included)]
cell	delay [ps]
dfxtp_4	370
ha_4	180
ha_4	180
nor2_4	90
buf_6	100
nand3_2	60
buf_2	110
[repair_timing]
action                                  CTS  global route
setup buffers                             5             0
resized                                  43             8
pin swaps                                 7             3
cloned                                    0             0
endpoints found under the setup margin    7             8
[cells in the mapped netlist]
cell      count
nor3_1        1
inv_1         3
xnor2_1       2
o31ai_1       1
a21boi_1      1
a31oi_1       1
buf_4         7
o21ai_0       2
ha_1          8
nand3_1       1
nor2b_1       2
and2_1        2
nand2b_1      6
nand2_1       3
a21o_1        1
o21bai_1      1
nor2_1        3
nand3b_1      1
dfxtp_1       7
o21ai_1       1
[power by group through the flow]
| stage | sequential, mW | clock [mW] | combinational (mW) |
|---|---|---|---|
| 6_report | 0.260 | 0.187 | 0.283 |
| 5_1_grt | 0.263 | 0.212 | 0.312 |
| 4_1_cts | 0.259 | 0.197 | 0.269 |
[worst max path at each step]
stage          to                    start  slack [ps]  cells past startpoint
4_1_cts   led7[0]  counter[1]$_SDFFE_PN0P_        -320                      6
5_1_grt   led7[3]  counter[0]$_SDFFE_PN0P_        -380                      6
6_report  led7[0]  counter[1]$_SDFFE_PN0P_        -290                      6
[flip-flops by register name (all words and copies together), names as in the netlist]
signal / flops
but_r: 1
counter: 3
but_r_2: 1
but_rr: 1
but_rr_2: 1
[area by class of cell]
cell class | instances | share of cell area
inverter | 3 | 0.01994
multi-input combinational | 37 | 0.4908
clock buffer | 4 | 0.03221
tap | 46 | 0.07055
timing repair buffer | 22 | 0.2040
sequential | 7 | 0.1825
[logic make-up (layout without fill, tap and decap cells)]
group,after synthesis,after routing,synth area share
flip-flops,7,7,0.2947
AND-OR/OR-AND,8,8,0.1079
buffers and inverters,10,29,0.1342
XOR/XNOR,2,2,0.03685
adder cells (fa/ha/maj),8,8,0.2105
AND/OR/NAND/NOR,19,19,0.2158
[stage by stage]
| stage | power (mW) | hold slack (ps) | TNS (ps) | cells | setup slack, ps |
|---|---|---|---|---|---|
| floorplan | 0.3778 | 333.0 | -1.373 | 54 | -1.373 |
| global placement | 0.4489 | 413.3 | -2093 | 110 | -343.0 |
| detailed placement | 0.4538 | 416.5 | -2168 | 110 | -353.5 |
| CTS | 0.7251 | 429.4 | -1734 | 119 | -320.2 |
| global route | 0.7874 | 442.5 | -2063 | 119 | -384.4 |
| finish | 0.7293 | 422.6 | -1507 | 119 | -293.1 |
Power and IR drop assume default switching activity.
