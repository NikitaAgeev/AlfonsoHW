File: config.mk
export PLATFORM = sky130hd
export DESIGN_NAME = log
export DESIGN_NICKNAME = log
export VERILOG_FILES = /design/flow/design.v
export SDC_FILE = /design/flow/constraint.sdc
export NUM_CORES = 4
export LEC_CHECK = 1
export CORE_AREA = 10 10 70 70
export DIE_AREA = 0 0 80 80
File: constraint.sdc
current_design log

set clk_period 1.5
set clk_io_pct 0.2

create_clock -name clk0 -period $clk_period

set non_clock_inputs [all_inputs -no_clocks]
set_input_delay [expr $clk_period * $clk_io_pct] -clock clk0 $non_clock_inputs
set_output_delay [expr $clk_period * $clk_io_pct] -clock clk0 [all_outputs]
File: design.v
module log
(
    input wire  [7:0] in,
    output wire [2:0] out
);
wire [2:0] midle_out [8:0];
assign midle_out [8] = 0;
generate
    genvar i;
    for(i = 0; i < 8; i = i + 1) begin
        assign midle_out[i] = (in & (8'b1 << i))? i: midle_out[i+1];
    end
endgenerate
assign out = midle_out[0];
endmodule
File: run.sh
#!/bin/bash
# OpenROAD 26Q1-2900-gdf79404cd8, Yosys 0.63+post, stock flow scripts
make -C /OpenROAD-flow-scripts/flow DESIGN_CONFIG=/design/flow/config.mk WORK_HOME=/design/flow/orfs finish
==> results_slide.txt <==
Key Metrics from the Run

Drt
  – DRT Pass-1 Iters: 1
  – # DRC: 0
  – Antenna Nets Post-Route: 0
  – Number of vias per cell: 1.97
  – Initial DRC Count: 0
  – ANT cells: 0
  – DRT Wirelength: 453 microns
  – Vias: 140
  – Wire length per cell: 6.38 microns

Synth
  – Post-synth top area cell: o41ai_2
  – Post-Synthesis Cells: 12
  – Syn_area_per_cell: 6.99 sq um
  – Synth top area share: 0.194
  – Post-synth design cell area: between 80 and 90 sq um
  – Yosys Warn Count: 1
  – Cells in synth_stat.txt: 12
  – Sequential share of the synthesized area: 0
  – Post-synth area hogs: o41ai_2 19%, a211oi_2 15%, a21oi_1 12%, nor4b_1 10%, inv_1 9.0%
  – Cell Type Count: 10
  – Yosys Chip Area: 83.8 sq um

Global route
  – Largest net degree at the start of global routing: 4
  – Antenna violations before repair: 0
  – Total GRT Usage: 0.0132
  – Vias in the first global route: 131
  – First-pass GRT wire length: 690 microns
  – Total gr overflow: 0

Final timing
  – Actual slew at the worst max-slew pin: 0.253 ns
  – Hold Slack: 1.04 ns
  – Post-layout period usage: 0.987
  – Final setup fails: 0
  – Slew Viols, Final: 0
  – Setup slack after layout: 0.0200 ns
  – Fmax: 0.676 GHz
  – Fin crit period: 1.48 ns
  – Fin. Hold Viols: 0
  – Rel. slew slack: 0.830
  – RSZ-0062 raised after global routing: yes

Floorplanning
  – Core area: 3420 sq um
  – IO Count: 11
  – Die width: 80 microns
  – Chip area: 6400 sq um
  – Die H: 80 microns
  – Row count: 21
  – Fp util: 0.0245

Cells and area
  – Commonest Layout Cell: dlygate4sd2_1
  – Layout Cells excl Fill: 71
  – Register area: 0 sq um
  – Post-layout util: 0.0780
  – # clk buffers: 0
  – Commonest cells after routing, fill and taps aside: 6 x dlygate4sd2_1, 4 x clkdlybuf4s15_1, 2 x inv_1, 2 x a21oi_1, 2 x buf_4
  – Area delta synth->final: 218%
  – Num sequential: 0
  – Layout cells sized above 1: 0.320
  – Cell area after layout: 267 sq um

Power
  – Pint: 0.0000266 W
  – Comb power frac: 1.000
  – Reg power frac: 0
  – VDD IR max: 16.5 uV
  – NetSw: 0.0000196 W
  – Leak: 0.0957 nW
  – Switching Fraction: 0.424
  – PD cells: 173 nW/um^2
  – Clock power share: 0

Critical path
  – CP max FO: 3
  – CP arrival: 1.18 ns
  – Required @ worst endpoint: 1.20 ns
  – Crit. End Element: output port
  – Critical path launch point type: primary input
  – Critical path class: primary input to output port

Placement
  – RePlAce Congestion: 0.738
  – Placement Cell Area: 267 sq um
  – Port Buf Inserts: 11
  – Placed cells: 71
  – DP Worst Slack: -0.537 ns

Outcome
  – Outcome: finished clean

CTS
  – Number of post-CTS setup repair buffers: 0

Hold path
  – Hold depth: 3
  – HP Start: in[4]
  – Hold Path Sink: out[0]
  – Worst min-delay path class: primary input to output port

Run
  – MaxCap Viol Count: 0
  – OpenROAD warnings: 34
cell usage after synthesis:
| library cell | number |
|---|---|
| nor2_1 | 1 |
| o21ai_1 | 1 |
| inv_1 | 2 |
| nor4_1 | 1 |
| o41ai_2 | 1 |
| a21oi_1 | 2 |
| a211oi_2 | 1 |
| nor3b_1 | 1 |
| nor4b_1 | 1 |
| nor2_2 | 1 |
metrics by stage:
stage / total power, W / TNS, ns
6_report: 0.0000462 / 0
5_1_grt: 0.0000513 / -0.0239
4_1_cts: 0.0000463 / -0.00954
3_5_place_dp: 0.0000553 / -1.51
3_3_place_gp: 0.0000543 / -1.47
2_1_floorplan: 0.0000115 / 0
worst max-delay path, stage by stage:
cell	delay, ns
dlygate4sd2_1	0.26
buf_4	0.15
nor4b_2	0.26
clkdlybuf4s15_1	0.21
routing by layer:
metal	vias up	part of all wire	GRT usage
li1	73	-	-
met1	58	0.45	0.0198
met2	9	0.38	0.0185
met3	0	0.17	0.00455
met4	0	0	0
met5	-	0	0
what timing repair did:
| item | in CTS | in global routing |
|---|---|---|
| resized | 16 | 3 |
| pin swaps | 2 | 2 |
| hold buffers | 0 | 0 |
| endpoints found under the setup margin | 3 | 3 |
cell families (layout without fill, tap and decap cells):
kind of cell / after synthesis / after routing / share of synthesized area
AND-OR/OR-AND: 5 / 5 / 0.522
buffers and inverters: 2 / 15 / 0.0896
AND/OR/NAND/NOR: 5 / 5 / 0.388
power by group through the flow:
stage	Combinational [W]	Sequential [W]	Clock, W
final	0.0000462	0	0
after CTS	0.0000463	0	0
after global routing	0.0000513	0	0
area by class of cell:
cell class | instances | area [sq um]
repair buffers | 13 | 113
multi-input cells | 10 | 88.8
well taps | 46 | 57.6
inverters | 2 | 7.51
fillers | 414 | 3150
worst max path at each step:
stage         startpoint      to  slack [ns]
CTS                in[5]  out[2]       -0.01
global route       in[0]  out[2]       -0.02
finish             in[0]  out[2]        0.02
No activity file was given, so power comes from the tool's default toggle rates.
