$ cat /design/flow/config.mk
export PLATFORM = sky130hd
export DESIGN_NAME = shift_reg
export DESIGN_NICKNAME = shift_reg
export VERILOG_FILES = /design/flow/design.v
export SDC_FILE = /design/flow/constraint.sdc
export NUM_CORES = 4
export LEC_CHECK = 1
export CORE_AREA = 10 10 70 70
export DIE_AREA = 0 0 80 80
$ cat /design/flow/constraint.sdc
current_design shift_reg

set clk_period 1.5
set clk_io_pct 0.2

create_clock -name clk0 -period $clk_period [get_ports {clk}]

set non_clock_inputs [all_inputs -no_clocks]
set_input_delay [expr $clk_period * $clk_io_pct] -clock clk0 $non_clock_inputs
set_output_delay [expr $clk_period * $clk_io_pct] -clock clk0 [all_outputs]
$ cat /design/flow/design.v
module shift_reg    
(
    input wire but_1,
	 input wire but_2,
    input wire clk,
    input wire reset,
    output wire [7:0] led7,
	 input wire r_sw,
	 input wire l_sw
);
reg [7:0] counter;
assign led7 = counter;
reg but_r;
reg but_rr;
reg but_r_2;
reg but_rr_2;
assign push = but_rr & ~but_r;
assign push_2 = but_rr_2 & ~but_r_2;
always @(posedge clk) begin
    if(~reset)
        counter <= 0;
    else begin
        if(push == 1)
            counter <= (counter >> 1) | {{l_sw}, {7'b0}};
		else if(push_2 == 1)
            counter <= (counter << 1) | r_sw;
    end
end
always @(posedge clk) begin
    if(~reset) begin
        but_r <= 1;
        but_rr <= 1;
	 end
    else begin
        but_r <= but_1;
        but_rr <= but_r;
    end
end
always @(posedge clk) begin
    if(~reset) begin
        but_r_2 <= 1;
        but_rr_2 <= 1;
	 end
    else begin
        but_r_2 <= but_2;
        but_rr_2 <= but_r_2;
    end
end
endmodule
$ cat /design/flow/run.sh
#!/bin/bash
# OpenROAD 26Q1-2900-gdf79404cd8, Yosys 0.63+post, stock flow scripts
make -C /OpenROAD-flow-scripts/flow DESIGN_CONFIG=/design/flow/config.mk WORK_HOME=/design/flow/orfs finish
==> results.yml <==
# yosys + openroad results
logic_synthesis:
  ys_cells: 45
  synthesis.area_per_instance_um2: 10.8
  yosys_register_bits: 12
  ys_area_um2: 485
  syn_inst: 45
  syn_area_um2: 485
  synth_warn: 3
  top_area_cell: "dfxtp_1"
  number_of_unique_standard_cell_types_used_by_synthesis: 9
  post-synth-top-area-fraction_pct: 49.5
  synth_seq_share_pct: 49.5
  area_leaders: "dfxtp_1 49%, mux2i_1 16%, a21oi_1 8.2%"
routing:
  routedWlPerCell_um: 9.59
  detail_route.wirelength_um: 997
  via_per_inst: 3.40
  antenna_left: 0
  drc: 0
  initialDrtViolationCount: 10
  number_of_optimization_iterations_in_the_first_detailed_route_pass: 2
  antenna_cells_inserted: 0
  vias: 354
status:
  outcome: "completed"
global_routing:
  number_of_global_route_vias_before_repair: 335
  grt_antenna_before_repair: 0
  grt_first_pass_wirelength_um: 1590
  pin_count_of_the_biggest_net_entering_global_routing: 17
  grt.total_usage_pct: 3.19
  gr-total-overflow: 0
min_path:
  timing.hold.worst.start: "but_r_2"
  hold_path_class: "reg2reg"
sta:
  report.final.hold_viol_count: 0
  setup-violations-final: 0
  fin_tns_setup_ps: 0
  clock-skew-final_ps: 0.823
  grt_setup_unrepaired: "no"
  slew_headroom_pct: 78.5
  tightestPinTransition_ps: 321
  finalClockPeriodUsage_pct: 94.9
  fmaxAchievable_mhz: 702
  report.final.slew_viol_count: 0
  finalCriticalPeriod_ps: 1420
placed_design:
  routabilityCongestion: 0.717
  detailed_place.area_um2: 641
  port_buffers: 13
critical_path:
  critical_path.startpoint: "counter[3]"
  timing.critical_path.to_type: "output port"
  crit_path_max_delay_family: "buffers and inverters"
  timing.critical_path.slowest_cell_delay_ps: 490
  critPathBufInv: 1
  crit_type: "reg2out"
  timing.critical_path.cells: "clkdlybuf4s50_1"
  reg2reg_from: "but_r_2"
  crit_path_start_kind: "flip-flop"
  cpMaxStageDelayCell: "clkdlybuf4s50_1"
  crit_required_ps: 1200
  crit_arrival_ps: 1120
  timing.critical_path.fanout_max: 4
clocking:
  clk_pin_slew_worst_paths_ps: 60
  cts_tree: "yes"
  ctsLongestPathBuffers: 2
  cts_root_buf: "clkbuf_4"
  cts_max_level: 1
  post-cts-setup-buffers: 0
  cts-buffers-inserted: 3
  cts.sinks: 12
  insertion_delay_to_the_later_sink_of_the_worst_skew_pair_ps: 260
die:
  fp_util_pct: 14.2
  core-area_mm2: 0.00342
  area_of_the_chip_mm2: 0.00640
  core.rowCount: 21
  ios: 14
  die_y_um: 80
  die-width_um: 80
finish:
  final_layout_size_suffix_gt1_share_pct: 12.1
  combinational_cell_area_excluding_buffers_and_inverters_um2: 213
  fill_cells: 401
  finish.instance_area_um2: 666
  register_area_um2: 243
  synthToLayoutAreaGrowth_pct: 37.1
run:
  stage_log_warnings: 25
  maxCapViolCount: 0
pwr:
  power_per_cell_area_mw_per_mm2: 942
  ir_drop_worst_vdd_v: 0.000193
  p_leak_nw: 0.274
[final cells by class]
cell class	instances	area share [%]
repair buffers	13	19.5
well taps	46	8.65
flip-flops and latches	12	36.5
clock buffers	3	3.38
multi-input cells	30	32.0
[synthesized netlist by cell type, drive strengths merged]
library cell  number
a21oi              8
buf                3
dfxtp             12
mux2i              8
nand2b             6
o21ai              8
[where the power goes]
| group | internal, W | total, W | switching [W] |
|---|---|---|---|
| registers | 0.000340 | 0.000357 | 0.0000167 |
| logic | 0.0000596 | 0.0000895 | 0.0000298 |
| clock network | 0.0000925 | 0.000181 | 0.0000881 |
[metal layers]
metal  share of wire [%]  vias up  global-route usage, %
li1                    -      186                      -
met5                   0        -                      0
met4                 1.3        0                  0.880
met3                  10        2                   1.93
met2                  43        8                   4.41
met1                  45      158                   4.07
[logic make-up (layout without fill, tap and decap cells)]
family | after synthesis | after routing | synth area share [%]
AOI/OAI and AO/OA | 16 | 16 | 16.5
buffers and inverters | 3 | 16 | 6.70
DFF | 12 | 12 | 49.5
muxes | 8 | 8 | 16.5
and+or+nand+nor | 6 | 6 | 10.8
[stage by stage]
| stage | std cells | total power, W | setup WS, ps | utilization, % | hold slack, ps |
|---|---|---|---|---|---|
| finish | 104 | 0.000627 | 76.1 | 19.5 | 446 |
| global route | 104 | 0.000675 | 10.1 | 19.5 | 467 |
| CTS | 104 | 0.000641 | 36.3 | 19.4 | 451 |
| detailed placement | 101 | 0.000456 | 156 | 18.8 | 434 |
| global placement | 101 | 0.000455 | 184 | 18.8 | 424 |
| floorplan | 45 | 0.000410 | 614 | - | 373 |
[worst paths after layout]
check / endpoint / slack (ps) / cells after the start
worst min-delay path: but_rr_2 / 450 / 1
worst max register to register: counter[0] / 570 / 3
worst max-delay path: led7[3] / 80 / 1
worst min register to register: but_rr_2 / 450 / 1
[flip-flops by register name, indices dropped and copies added, names as in the netlist]
signal	flops
but_rr	1
but_rr_2	1
counter	8
but_r_2	1
but_r	1
[placed cells by master (no fill, tap or decap)]
cell type        count
a21oi_1              8
clkdlybuf4s50_1     13
dfxtp_1             10
mux2i_1              8
nand2b_4             2
o21ai_0              8
nand2b_1             4
dfxtp_2              2
clkbuf_4             3
[timing repair]
item,CTS,global route
hold buffers,0,0
endpoints found under the setup margin,0,2
resized,0,2
No activity file was given, so power comes from the tool's default toggle rates.
